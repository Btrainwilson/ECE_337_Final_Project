<file path="/design/flow/run.sh">
#!/bin/bash
# OpenROAD 26Q1-2900-gdf79404cd8, Yosys 0.63+post, stock flow scripts
make -C /OpenROAD-flow-scripts/flow DESIGN_CONFIG=/design/flow/config.mk WORK_HOME=/design/flow/orfs finish
</file>
<file path="/design/flow/config.mk">
export PLATFORM = sky130hd
export DESIGN_NAME = moore
export DESIGN_NICKNAME = moore
export VERILOG_FILES = /design/flow/design.v
export SDC_FILE = /design/flow/constraint.sdc
export NUM_CORES = 4
export LEC_CHECK = 1
export CORE_AREA = 10 10 70 70
export DIE_AREA = 0 0 80 80
</file>
<file path="/design/flow/constraint.sdc">
current_design moore

set clk_period 1.6
set clk_io_pct 0.2

create_clock -name clk0 -period $clk_period [get_ports {clk}]

set non_clock_inputs [all_inputs -no_clocks]
set_input_delay [expr $clk_period * $clk_io_pct] -clock clk0 $non_clock_inputs
set_output_delay [expr $clk_period * $clk_io_pct] -clock clk0 [all_outputs]
</file>
<file path="/design/flow/design.v">
module moore
(
	input wire clk,
	input wire n_rst,
	input wire i,
	output reg o
);
	typedef enum bit [2:0] {B,C,D,E,A} stateType;
	stateType state;
	stateType nxtstate;
	always_ff @ (negedge n_rst, posedge clk)
	begin : REG_L
		if(1'b0 == n_rst)
			state <= A;
		else
			state <= nxtstate;
	end
	always_comb
	begin : NXT_ST_LOGIC
		nxtstate = state;
		case(state)
		A:
			begin
				if(1'b1 == i) nxtstate = B;
			end
		B:
			begin
				if(1'b1 == i) nxtstate = C;
				else if(1'b0 == i) nxtstate = A;
			end
		C:
			begin
				if(1'b0 == i) nxtstate = D;
			end
		D:
			begin
				if(1'b0 == i) nxtstate = A;
				else if(1'b1 == i) nxtstate = E;
			end
		E:
			begin
				if(1'b1 == i) nxtstate = C;
				else if(1'b0 == i) nxtstate = A;
			end
		endcase
	end
	always_comb
	begin : Output_Logic
		o = 1'b0;
		case(state)
		E:
			begin
				o = 1'b1;
			end
		endcase
	end
endmodule
</file>
==> out/summary.log <==
qor: synthesis.synthCells 11
qor: synthesis.yosys.area.top_type sky130_fd_sc_hd__dfrtp_1
qor: die.core 3420 sq um
qor: critical_path.crit_family buffers and inverters
qor: synthesis.total_of_warnings_raised_by_yosys 1
qor: synthesis.postSynth.topFlopCell sky130_fd_sc_hd__dfrtp_1
qor: clock_network.clkSinkCount 5
qor: final_layout.biggestRegsByFlops state x5
qor: grt.gr-total-overflow 0
qor: timing.slew_headroom 80.9%
qor: critical_path.path_max_fanout 3
qor: synthesis.enable_flop_cells 0
qor: clock_network.numCtsBuffers 3
qor: final_layout.flop_area 126 sq um
qor: timing.timing.final.ws_setup 207 ps
qor: critical_path.worstPathRequired 1280 ps
qor: detailed_routing.vias_per_cell 1.75
qor: clock_network.worstSkewPairLatency 250 ps
qor: critical_path.worst_path_cell_with_the_longest_stage_delay sky130_fd_sc_hd__clkdlybuf4s50_1
qor: synthesis.yosysSeqAreaShare 76.5%
qor: timing.worst_clock_skew 5.77 ps
qor: timing.worst-slew-pin-transition 285 ps
qor: die.boundary_pins 4
qor: timing.post_route_worst_hold_slack 289 ps
qor: die.design.die.area 6400 sq um
qor: synthesis.synth.top_cells.by_area sky130_fd_sc_hd__dfrtp_1 (61%), sky130_fd_sc_hd__dfstp_2 (16%), sky130_fd_sc_hd__and2_1 (7.6%), sky130_fd_sc_hd__o31a_2 (6.1%), sky130_fd_sc_hd__nor2b_1 (3.8%)
qor: detailed_routing.final_routed_wirelength_across_all_metal_layers 349 um
qor: clock_network.ctsRootBufferMaster sky130_fd_sc_hd__clkbuf_4
qor: timing.grt_setup_unrepaired no
qor: timing.timing_max_transition_violations_final 0
qor: timing.final.min_clock_period 1390 ps
qor: synthesis.yosys_area 165 sq um
qor: final_layout.largest_register_ff_count 5
qor: critical_path.worstPathBufferInverterCount 1
qor: placed_design.pre_cts_slack 464 ps
qor: synthesis.synth-cells-yosys 11
qor: critical_path.slack_of_the_worst_reg_to_reg_path 740 ps
qor: critical_path.crit_path_end_kind output port
qor: synthesis.synthesis.area_per_instance 15.0 sq um
qor: clock_network.cts_resized 0
qor: clock_network.cts-root-to-sink-buffers 2
qor: critical_path.slowest_delay 470 ps
qor: power.p_per_area 1110 nW/um^2
qor: outcome.status finished clean
qor: die.std_cell_rows 21
qor: clock_network.cts_max_level 1
qor: grt.global_route_wire_length_before_repair 634 um
qor: critical_path.r2r_end state[0]
qor: synthesis.cell_area_after_synthesis 165 sq um
qor: synthesis.synth_dominant_cell_count sky130_fd_sc_hd__dfrtp_1
qor: flow_run.max_capacitance_violation_total 0
qor: die.floorplanUtilization 4.84%
qor: final_layout.final_core_util 8.24%
qor: clock_network.cts_hold_buffers 0
qor: grt.grt_max_degree 6
qor: clock_network.cts_tree done
qor: die.die_x 80 um
qor: final_layout.regMostFlops state
qor: final_layout.syn_to_final_growth 70.5%
qor: power.vdd_ir_drop_max 0.192 mV
qor: grt.global_route.usage.total 1.46%
qor: flow_run.log.warning_count 25
qor: final_layout.multi_input_comb_area 38.8 sq um
qor: critical_path.setup.worst_path.start state[4]
qor: power.p_leak 0.107 nW
qor: critical_path.kind_of_launch_point_of_the_worst_setup_path flop
qor: placed_design.gp_congestion 0.691
qor: clock_network.buffers_inserted_during_post_cts_setup_optimization 0
qor: grt.antenna_violations_before_repair 1
qor: synthesis.synthArstFlopShare 100%
qor: critical_path.worst_r2r_startpoint state[4]
qor: detailed_routing.drt_pass1_iterations 2
qor: placed_design.io_buffer_count 3
qor: worst_hold_path.holdCritPathClass input pin to asynchronous set/reset pin
qor: synthesis.synthTopCellsByCount sky130_fd_sc_hd__dfrtp_1 (4), sky130_fd_sc_hd__and2_1 (2)
qor: detailed_routing.remaining_drc_errors 0
qor: critical_path.crit_path_end o
qor: timing.min_period_over_period 87.1%
qor: detailed_routing.drt_iter0_markers 5
qor: final_layout.drive_above_1_share 27.8%
qor: synthesis.flop_and_latch_count_out_of_synthesis 5
qor: clock_network.clk_pin_slew_worst_paths 50 ps
qor: critical_path.ff2ff_path_depth 2
qor: grt.first_global_vias 136
qor: placed_design.dp_hpwl 250 um
qor: timing.max_frequency 718 MHz
qor: synthesis.synth.distinct_cells 7
qor: detailed_routing.ant_nets 0
qor: timing.fin_tns_setup 0 ps
qor: critical_path.crit_chain clkdlybuf4s50_1
qor: die.dieHeight 80 um
qor: timing.setup_violations 0
qor: critical_path.worstSetupPathDepth 1
qor: detailed_routing.route.vias.total 114
qor: critical_path.critical_path_arrival 1070 ps
qor: final_layout.fillerInstances 402
qor: detailed_routing.routedWlPerCell 5.37 um
qor: timing.final_hold_viol_count 0
qor: synthesis.synth.top_cell.area_share 60.6%
qor: critical_path.setup.worst_path.class flop to output port
kinds of logic (layout without fill, tap and decap cells):
family	after synthesis	count (layout)	synth area share, %
buffers and inverters	0	7	0
other	0	1	0
AND-OR/OR-AND	1	1	6.06
flip-flops	5	5	76.5
AND/OR/NAND/NOR	5	5	17.4
per-layer routing:
layer  vias to the layer above  routed length [um]  GRT usage [%]
li1                         54                   -              -
met1                        52                 160           1.54
met2                         8                  90           1.20
met3                         0                  97           2.73
met4                         0                   0          0.176
met5                         -                   0              0
stage by stage:
step	area, sq um	cells	power [W]
after floorplan	165	11	0.000152
after global placement	253	60	0.000162
after detailed placement	253	60	0.000164
after CTS	279	64	0.000319
after global routing	282	65	0.000342
final	282	65	0.000313
worst min-delay path by stage:
stage,from,end,cells after the start
6_report,n_rst,state[4],1
5_1_grt,n_rst,state[1],1
4_1_cts,n_rst,state[2],1
report_power, final:
part | switching [W] | internal [W]
clock network | 0.0000557 | 0.0000946
logic | 0.00000837 | 0.0000117
registers | 0.00000474 | 0.000138
total | 0.0000688 | 0.000244
layout by cell type, fill, tap and decap left out, drive strengths merged:
master         synthesis  layout
dfstp                  1       1
nor4                   1       1
dfrtp                  4       4
diode                  0       1
o31a                   1       1
clkbuf                 0       4
nor2                   1       1
and2                   2       2
nor2b                  1       1
clkdlybuf4s50          0       3
layout make-up:
class                   count  area share [%]
flip-flops and latches      5            44.9
well taps                  46            20.4
multi-input cells           6            13.8
repair buffers              3            10.7
clock buffers               4            9.33
diodes                      1           0.889
No activity file was given, so power comes from the tool's default toggle rates.

--- flow/design.v ---
`timescale 1ns / 10ps
module flex_pio_si
#(
	parameter NUM_BITS = 17
)
(
	input reg clk,			 
	input reg n_rst,		 
	input reg shift_enable,		 
	input reg s_reset,
	input reg serial_in,
	input reg load_enable,
	input reg [NUM_BITS - 1:0]parallel_in,
	output reg [NUM_BITS - 1:0] parallel_out,
	output reg serial_out
);
	reg [NUM_BITS - 1: 0] tmp_reg;
	always_comb begin
	parallel_out = {serial_out , tmp_reg[NUM_BITS - 2: 0]};
	end
	genvar i;
		generate
		always_ff @ (posedge clk, negedge n_rst)						
			begin
			if(1'b0 == n_rst)
				begin
					serial_out <= 1'b0;
					tmp_reg[0] <= 1'b0;
				end
			else
				begin
					if(load_enable == 1'b1)begin
						serial_out <= parallel_in[NUM_BITS - 1];
						tmp_reg[0] <= parallel_in[0];
					end else if(shift_enable == 1'b1) begin
						serial_out <= tmp_reg[NUM_BITS - 2];
						tmp_reg[0] <= serial_in;
					end  else if(s_reset == 1'b1) begin
						tmp_reg[0] <= 1'b0;
					end
				end
			end
			for(i = (NUM_BITS - 2); i >= 1 ; i = i - 1)
						begin
							always_ff @ (posedge clk, negedge n_rst)
								begin
								if(1'b0 == n_rst)
									begin
										tmp_reg[i] <= 1'b0;
									end
								else
									begin
										if(load_enable == 1'b1)begin
											tmp_reg[i] <= parallel_in[i];
										end else if(shift_enable == 1'b1) begin
											tmp_reg[i] <= tmp_reg[i - 1];
										end else if(s_reset == 1'b1) begin
											tmp_reg[i] <= 1'b0;
										end
									end
								end
						end
endgenerate
endmodule
--- flow/run.sh ---
#!/bin/bash
# OpenROAD 26Q1-2900-gdf79404cd8, Yosys 0.63+post, stock flow scripts
make -C /OpenROAD-flow-scripts/flow DESIGN_CONFIG=/design/flow/config.mk WORK_HOME=/design/flow/orfs finish
--- flow/config.mk ---
export PLATFORM = sky130hd
export DESIGN_NAME = flex_pio_si
export DESIGN_NICKNAME = flex_pio_si
export VERILOG_FILES = /design/flow/design.v
export SDC_FILE = /design/flow/constraint.sdc
export NUM_CORES = 4
export LEC_CHECK = 1
export CORE_AREA = 10 10 76 76
export DIE_AREA = 0 0 86 86
--- flow/constraint.sdc ---
current_design flex_pio_si

set clk_period 1.3
set clk_io_pct 0.2

create_clock -name clk0 -period $clk_period [get_ports {clk}]

set non_clock_inputs [all_inputs -no_clocks]
set_input_delay [expr $clk_period * $clk_io_pct] -clock clk0 $non_clock_inputs
set_output_delay [expr $clk_period * $clk_io_pct] -clock clk0 [all_outputs]
==> results.toml <==
# physical design summary
[sta]
worst_pin_slew_ns = 0.223
finalClockSkew_ns = 0.000223
hold_violations = 0
rsz0062_at_grt = "false"
fin_crit_ns = 1.24
maxSlewViolCount = 0
setup-violations-final = 0
period_used_pct = 95.2
relSlewSlack_pct = 85.1
fin_ws_ns = 0.0627
fmax_mhz = 808

[yosys]
ys.warnings.count = 1
postSynthAreaPerCell_sq_um = 9.74
ys_cells = 92
syn_inst = 92
synth_cell_types = 12
netlist_area_sq_um = 896
ys_area_sq_um = 896
yosys.stat.seqShare_pct = 47.5
ys_ff = 17

[detailed_routing]
routed_wl_um = 2790
drt_pass1_iterations = 4
vias_per_cell = 4.49
drcViolationCount = 0
via_count = 893
drtIter0Drc = 99
detail_route.wl_per_cell_um = 14.0
postRouteAntennaNets = 0
antenna-diode-count = 0

[power]
p_total_w = 0.00136
power.leakage_nw = 0.671
internal_power_w = 0.00105
p_seq_share_pct = 44.7
ir_drop_v = 0.000561
p_switching_w = 0.000317
p_comb_share_pct = 27.2
power.density_nw_per_um2 = 885
power_frac_clock_pct = 28.1
switching_share_pct = 23.3

[setup_path]
critPathLaunchType = "register"
crit_required_ns = 1.04
worstPathArrival_ns = 0.98
path_max_fanout = 2
critical_path_class = "reg2out"
end_kind = "output pin"

[die]
core_sq_um = 4120
ioPinCount = 41
die_x_um = 86
chip_area_sq_um = 7400
die_y_um = 86
num_rows = 23
fp_util_pct = 21.8

[cells_and_area]
fin_util_pct = 37.4
stdcell_count = 199
syn_to_final_growth_pct = 71.8
drive_gt1_share_pct = 18.8
postLayoutCellArea_sq_um = 1540

[clock_tree]
path_clk_slew_ns = 0.06
cts_tree = "done"
holdBufCountCts = 0
htreeDepth = 1
clock_sinks = 17
numCtsBuffers = 3
root_buffer = "clkbuf_8"
cts_max_path_buffers = 2
clock_latency_ns = 0.24

[placed_design]
dp_slack_ns = -0.255
dpl_cell_area_sq_um = 1390
dp_hpwl_um = 1870
gp_congestion = 0.792
dp.cells = 181
io_buffer_count = 40

[global_routing]
grt-ovfl-total = 0
grt_pass1_vias = 955
grt_max_degree = 35
antenna_found_initial = 0
grt_pass1_wl_um = 4750
grt_util_all_layers_pct = 7.74

[outcome]
status = "finished, final reports clean"

[worst_hold_path]
holdCritPathClass = "in2async"

[flow_run]
max_cap_violations = 0
warnings = 25
-- per-stage QoR --
| step | hold WS, ns | TNS (ns) |
|---|---|---|
| after floorplan | -0.0356 | 0 |
| final | 0.336 | 0 |
| after detailed placement | 0.585 | -3.82 |
| after CTS | 0.338 | 0 |
| after global routing | 0.357 | 0 |
| after global placement | 0.578 | -3.77 |
-- sequential cells by signal (all words and copies together), names as in the netlist --
register      cells
parallel_out     16
serial_out        1
-- power groups by stage --
| stage | Clock (W) | Combinational [W] | Sequential [W] |
|---|---|---|---|
| after CTS | 0.000398 | 0.000375 | 0.000609 |
| after global routing | 0.000436 | 0.000410 | 0.000616 |
| final | 0.000383 | 0.000370 | 0.000609 |
-- cell usage in the layout, fill, tap and decap left out --
| cell type | Yosys | final |
|---|---|---|
| or3b_2 | 4 | 4 |
| nor2b_1 | 16 | 16 |
| buf_12 | 0 | 2 |
| a21oi_1 | 32 | 32 |
| clkbuf_8 | 0 | 3 |
| dfrtp_1 | 17 | 17 |
| clkdlybuf4s50_1 | 0 | 20 |
| clkbuf_1 | 3 | 1 |
| or3b_1 | 12 | 12 |
| bufbuf_16 | 0 | 1 |
| o21ai_0 | 1 | 1 |
| mux2i_1 | 1 | 1 |
| dlygate4sd2_1 | 0 | 19 |
| dlymetal6s2s_1 | 0 | 1 |
| nand2_1 | 1 | 1 |
| buf_4 | 1 | 18 |
-- cell usage after synthesis, drive strengths merged --
cell type  number  area share (%)
a21oi          32              18
buf             5             4.5
clkbuf          3             1.3
dfrtp          17              47
mux2i           1             1.1
nand2           1            0.42
nor2b          16              11
o21ai           1            0.56
or3b           16              16
-- worst paths after layout --
path / start / slack, ns / cells past startpoint / endpoint
worst max-delay path: serial_out / 0.06 / 2 / parallel_out[16]
worst min-delay path: n_rst / 0.34 / 2 / parallel_out[9]
worst max register to register: parallel_out[11] / 0.21 / 3 / parallel_out[11]
worst min register to register: parallel_out[10] / 0.60 / 2 / parallel_out[11]
max in group asynchronous: n_rst / 0.78 / 2 / parallel_out[13]
min in group clk0: s_reset / 0.45 / 3 / parallel_out[11]
-- critical path: stages, from the launching register on --
cell and delay (ns):
dfrtp_1 0.37, buf_4 0.13, dlygate4sd2_1 0.23
-- kinds of logic after synthesis --
kind of cell	Yosys count	share of synthesized area (%)
AND-OR/OR-AND	33	18.4
flip-flops	17	47.5
multiplexers	1	1.12
buffers and inverters	8	5.73
AND/OR/NAND/NOR	33	27.2
-- layout make-up --
| type | instances | area [sq um] |
|---|---|---|
| clock buffers | 4 | 45.0 |
| fillers | 408 | 2580 |
| multi-input cells | 67 | 419 |
| flip-flops and latches | 17 | 425 |
| well taps | 50 | 62.6 |
| repair buffers | 61 | 587 |
-- timing repair --
item	4_1_cts	5_1_grt
resized	19	1
cloned	1	0
buffers inserted	13	0
setup endpoints to repair	19	10
pin swaps	0	0
-- per-layer routing --
layer	part of all wire [%]	vias up	global-route usage (%)
met3	12	0	3.91
met1	49	407	11.1
li1	-	438	-
met2	40	48	10.9
met4	0	0	0
met5	0	-	0
Power figures rest on the tool's default switching activity, not on a simulated workload.

==> design.v <==
module flex_counter
	#(
	parameter NUM_CNT_BITS = 4
	)
	(
	input wire clk, n_rst, clear, count_enable,
	input wire [NUM_CNT_BITS - 1: 0] rollover_val,
	output reg [NUM_CNT_BITS - 1: 0] count_out,
	output reg rollover_flag
	);
	reg [NUM_CNT_BITS - 1: 0] next_count=0;
	reg next_flag=0;
	always_ff @(posedge clk, negedge n_rst)
	begin: 				Register
		if (n_rst == 1'b0)
		begin
			count_out <= 0;
			rollover_flag <= 0;
		end
		else
		begin
			count_out <= next_count;
			rollover_flag <= next_flag;
		end
	end	
	always_comb
	begin: 				Counter
		if (clear == 1'b1)
		begin
			next_count = 0;
		end
		else if (count_enable == 1'b1)
		begin
			if (count_out >= rollover_val)
			begin
				next_count = 1;
			end
			else
			begin
				next_count = count_out + 1;
			end
		end
		else
		begin
			next_count = count_out;
		end
	end
	always_comb
	begin: FLAG
		if(count_enable == 1)
		begin
			if (next_count >= (rollover_val))
				begin
					next_flag = 1;
				end
				else
				begin
					next_flag = 0;
				end
		end
		else
		begin
			if ((count_out == rollover_val) && ~clear)   
			begin
				next_flag = 1;
			end
			else
			begin
				next_flag = 0;
			end
		end
	end
endmodule
==> run.sh <==
#!/bin/bash
# OpenROAD 26Q1-2900-gdf79404cd8, Yosys 0.63+post, stock flow scripts
make -C /OpenROAD-flow-scripts/flow DESIGN_CONFIG=/design/flow/config.mk WORK_HOME=/design/flow/orfs finish
==> config.mk <==
export PLATFORM = sky130hd
export DESIGN_NAME = flex_counter
export DESIGN_NICKNAME = flex_counter
export VERILOG_FILES = /design/flow/design.v
export SDC_FILE = /design/flow/constraint.sdc
export NUM_CORES = 4
export LEC_CHECK = 1
export CORE_AREA = 10 10 70 70
export DIE_AREA = 0 0 80 80
==> constraint.sdc <==
current_design flex_counter

set clk_period 4.5
set clk_io_pct 0.2

create_clock -name clk0 -period $clk_period [get_ports {clk}]

set non_clock_inputs [all_inputs -no_clocks]
set_input_delay [expr $clk_period * $clk_io_pct] -clock clk0 $non_clock_inputs
set_output_delay [expr $clk_period * $clk_io_pct] -clock clk0 [all_outputs]
==> out/summary.json <==
{
  "cellPowerDensity_nw_per_um2": 213,
  "diodes_inserted": 0,
  "rsz0062_at_grt": "no",
  "maxCapViolCount": 0,
  "timing_hold_violations_final": 0,
  "ys_seq_frac": 0.269,
  "number_of_synthesized_register_bits": 5,
  "grt_start_max_net_pins": 13,
  "post_cts_hold_buffer_count": 0,
  "num_rows": 21,
  "log.warning_count": 25,
  "crit_path_dat_ns": 3.34,
  "synth-warning-count": 1,
  "clock.fmax_mhz": 311,
  "grt_first_pass_wirelength_um": 1940,
  "area_growth_syn_to_layout_pct": 43.0,
  "synthTopCellsByArea": "sky130_fd_sc_hd__dfrtp_1 27%, sky130_fd_sc_hd__ha_1 24%, sky130_fd_sc_hd__a2111oi_4 5.9%, sky130_fd_sc_hd__a21oi_1 4.3%, sky130_fd_sc_hd__nand2b_1 4.0%",
  "clock.latency.late_pin_ns": 0.24,
  "timing.hold.worst_endpoint": "count_out[0]$_DFF_PN0_",
  "yosys_area_um2": 465,
  "yosysUniqueCellTypes": 25,
  "cts-buffers-inserted": 3,
  "cts_setup_buffers": 0,
  "drt_first_iter_violations": 46,
  "core_area_um2": 3420,
  "cellLeakagePower_uw": 0.000288,
  "synth-edff-count": 0,
  "syn_area_per_cell_um2": 9.70,
  "die_width_um": 80,
  "synth.largest_area_cell": "sky130_fd_sc_hd__dfrtp_1",
  "drt_wl_total_um": 1160,
  "post-route-min-period_ns": 3.21,
  "critical_path_peak_fanout": 4,
  "dominant_register_cell_in_the_synthesized_netlist": "sky130_fd_sc_hd__dfrtp_1",
  "reg2regPathDepth": 11,
  "timing.hold.worst.class": "flip-flop to flip-flop",
  "crit-reg2reg-capture": "rollover_flag$_DFF_PN0_",
  "globalplace.congestion": 0.796,
  "via_per_inst": 3.85,
  "most_frequent_cell_after_synthesis": "sky130_fd_sc_hd__ha_1",
  "drc": 0,
  "fraction_of_final_layout_cells_with_drive_strength_greater_than_1": 0.0952,
  "report.final.setup_viol": 0,
  "place.port_buffers": 12,
  "max_slew_margin": 0.736,
  "rrSetupSlack_ns": 1.89,
  "grtUsageTotal": 0.0362,
  "ctsLongestPathBuffers": 2,
  "cts.sinks": 5,
  "clk_root_buffer_cell": "sky130_fd_sc_hd__clkbuf_4",
  "status": "complete, no violations",
  "async_flop_share": 1.00,
  "yosys.area.top_type_share": 0.269,
  "path_class": "input port to flip-flop",
  "tritoncts": "done",
  "synth.cell_area_um2": 465,
  "finClkSkew_ns": 0.00165,
  "overflow_left_after_global_routing": 0,
  "firstDrtPassIters": 4,
  "route.vias.total": 420,
  "origin_of_the_critical_flop_to_flop_path": "count_out[0]$_DFF_PN0_",
  "cts-htree-levels": 1,
  "end_kind": "flip-flop",
  "timing_max_transition_violations_final": 0,
  "hpwlAfterDp_um": 952,
  "final.period_utilization": 0.714,
  "yosys-stat-cells": 48,
  "drt-wirelength-per-cell_um": 10.6,
  "grt_pass1_vias": 433,
  "clk_pin_slew_worst_setup_hold_paths_ns": 0.04,
  "fin_tns_setup_ns": 0,
  "die_h_um": 80,
  "crit_required_ns": 4.62,
  "netlist_top_cells_count": "9 x sky130_fd_sc_hd__ha_1, 5 x sky130_fd_sc_hd__dfrtp_1, 4 x sky130_fd_sc_hd__a21oi_1, 4 x sky130_fd_sc_hd__inv_1",
  "ir_drop_v": 0.0000696,
  "holdWs_ns": 0.612,
  "ios": 13,
  "fp-utilization": 0.136,
  "worst_setup_path_start_kind": "input port",
  "timing_worst_slew_pin_value_ns": 0.395,
  "post_synthesis_cell_count": 48,
  "antenna_found_initial": 0,
  "dieArea_um2": 6400,
  "post-layout-total-power_uw": 142,
  "cts_repair_resize_count": 0,
  "drt.antenna.violating_nets": 0,
  "min-delay-start": "count_out[0]$_DFF_PN0_",
  "hold_path_depth": 1
}
==> per-layer routing <==
layer / part of all wire / GRT usage / up-vias
li1: - / - / 206
met1: 0.48 / 0.0482 / 199
met2: 0.42 / 0.0530 / 13
met3: 0.091 / 0.0170 / 2
met4: 0.016 / 0.00528 / 0
met5: 0 / 0 / -
==> worst max-delay path, cell delays in order <==
cell                              delay [ns]
sky130_fd_sc_hd__clkdlybuf4s50_1        0.44
sky130_fd_sc_hd__ha_1                   0.32
sky130_fd_sc_hd__nand2b_4               0.15
sky130_fd_sc_hd__a2111oi_4              0.41
sky130_fd_sc_hd__or2_1                  0.18
sky130_fd_sc_hd__a31o_1                 0.14
sky130_fd_sc_hd__ha_1                   0.21
sky130_fd_sc_hd__nand2b_1               0.14
sky130_fd_sc_hd__a21o_1                 0.18
sky130_fd_sc_hd__a21oi_1                0.18
sky130_fd_sc_hd__o21ai_1                0.09
==> state kept, by name, indices dropped and copies added, names as in the netlist <==
name,cells
rollover_flag,1
count_out,4
==> layout make-up <==
class	count	area, um^2
sequential	5	125
clock buffer	4	26.3
multi-input combinational	38	322
inverter	4	15.0
tap	46	57.6
fill	384	2750
timing repair buffer	12	120
==> cell usage in the layout (no fill, tap or decap), types with 2 or more instances in the layout <==
cell / n
sky130_fd_sc_hd__clkdlybuf4s50_1: 12
sky130_fd_sc_hd__ha_1: 9
sky130_fd_sc_hd__dfrtp_1: 5
sky130_fd_sc_hd__inv_1: 4
sky130_fd_sc_hd__a21oi_1: 4
sky130_fd_sc_hd__nand2b_1: 3
sky130_fd_sc_hd__nor2_1: 3
sky130_fd_sc_hd__clkbuf_4: 3
sky130_fd_sc_hd__nand2_1: 2
==> worst max-delay path by stage <==
stage,from,end,slack (ns),depth (start not counted)
CTS,rollover_val[0],rollover_flag$_DFF_PN0_,1.28,11
global route,rollover_val[0],rollover_flag$_DFF_PN0_,1.17,11
finish,rollover_val[0],rollover_flag$_DFF_PN0_,1.29,11
==> cell families after synthesis <==
group                    synth area share
flip-flops                          0.269
adder cells (fa/ha/maj)             0.242
buffers and inverters              0.0403
XOR/XNOR                           0.0188
AND/OR/NAND/NOR                     0.180
AND-OR/OR-AND                       0.250
==> metrics by stage <==
| step | instances | worst slack [ns] | util | area [um^2] |
|---|---|---|---|---|
| 3_3_place_gp | 105 | 1.04 | 0.187 | 639 |
| 5_1_grt | 109 | 1.17 | 0.195 | 666 |
| 2_1_floorplan | 48 | 1.67 | - | 465 |
| 3_5_place_dp | 105 | 1.03 | 0.187 | 639 |
| 4_1_cts | 109 | 1.28 | 0.195 | 666 |
| 6_report | 109 | 1.29 | 0.195 | 666 |
==> power by group <==
part,internal [uW],switching [uW]
sequential,47.3,3.06
clock,33.5,17.6
combinational,23.1,17.1
No activity file was given, so power comes from the tool's default toggle rates.
